**design.v**
```verilog
`timescale 1ns / 1ps
module IncrementerN #(parameter n=4) (a, s, cOut);
    input [n-1:0] a;
    output [n-1:0] s;
    output cOut;    
    wire [n-2:0] ands; 
    assign s[0] = ~a[0];
    assign s[1] = a[1] ^ a[0];
    assign ands[0] =  a[1] & a[0];  
    assign cOut = ands[n-2];
    genvar i;
    generate
        for(i=1; i<n-1; i=i+1)
            begin: ands_cumulative
                assign ands[i] = a[i+1] & ands[i-1];
            end
    endgenerate
    generate
        for(i=2; i<n; i=i+1)
            begin: inc
                assign s[i] = a[i] ^  ands[i-2];
            end
    endgenerate
endmodule
module Comp1s #(parameter n=4) (d, c);
    input [0:n-1] d;
    output [0:n-1] c;
    genvar i;
    generate
        begin: comp
            for(i=0;i<n;i=i+1) begin
                assign c[i] = ~d[i];
            end
        end
    endgenerate
endmodule
module ComplementerN #(parameter n=4) (d, c);
    input [n-1:0] d;
    output [n-1:0]c ;
    genvar i;
    wire [n-1:0] tmp;
    wire carry;
    Comp1s #n comp(d, tmp);
    IncrementerN #n inc (tmp, c, carry); 
endmodule
`timescale 1ns / 1ps
module IO #(parameter lenIn=16, parameter lenOut=16) (sclk, cs, miso, mosi, buffer, bufferOut);
    input sclk, cs, mosi;
    input [lenOut-1:0] bufferOut;
    output miso;
    output [lenIn-1:0] buffer;
    reg misoReg;
    assign miso = misoReg;
    reg [7:0] counter = 8'd0;
    wire shift = ( counter > ( lenIn - 1 ) ) ? 1'b1 : 1'b0;
    wire clear = ~cs;
    ShiftRegister #lenIn sr (shift, mosi, sclk, clear, buffer);
    always @(posedge sclk) begin
        if(cs==0) begin
            if( counter == (lenIn + lenOut) -1 ) begin
                counter = 8'd0;
            end
            else begin
                counter = counter + 1'b1;
            end
        end
    end
    always @(negedge sclk) begin
        if( cs == 0 ) begin
            if( counter > ( lenIn - 1 ) ) begin
                misoReg = bufferOut[ ( ( lenIn + lenOut ) -1 ) - counter ];   
            end
        end
    end
endmodule
`timescale 1ns / 1ps
module Main(clk, sclk, cs, miso, mosi, led);
    input clk, sclk, cs, mosi;
    output miso;
    output [7:0] led;
    wire [15:0] data;
    wire [15:0] dataComplemented;
    IO #( 16, 16 ) spi ( sclk, cs, miso, mosi, data, dataComplemented );
    assign led[7:0] = data[7:0];
    ComplementerN #16 invert (data, dataComplemented);
endmodule
`timescale 1ns / 1ps
module ShiftRegister #(parameter n=8) (shift, serialIn, clk, clear, q);
    input shift, serialIn, clk, clear;
    output [n-1:0] q;
    reg [n-1:0] qR= {n {1'b0 } };
    assign q = qR;
    always @(posedge clk) begin
        if(clear==0) begin
            qR = {n{1'b0}};
        end
        else begin
            if(shift == 0 ) begin
                qR = qR << 1;
                qR[0] = serialIn;
            end
        end        
    end
endmodule
```
**run.sh**
```bash
#!/bin/bash
# OpenROAD 26Q1-2900-gdf79404cd8, Yosys 0.63+post, stock flow scripts
make -C /OpenROAD-flow-scripts/flow DESIGN_CONFIG=/design/flow/config.mk WORK_HOME=/design/flow/orfs finish
```
**config.mk**
```make
export PLATFORM = sky130hd
export DESIGN_NAME = Main
export DESIGN_NICKNAME = Main
export VERILOG_FILES = /design/flow/design.v
export SDC_FILE = /design/flow/constraint.sdc
export NUM_CORES = 4
export LEC_CHECK = 1
export CORE_UTILIZATION = 30
export SYNTH_HDL_FRONTEND = slang
```
**constraint.sdc**
```tcl
current_design Main

set clk_period 4.3
set clk_io_pct 0.2

create_clock -name clk0 -period $clk_period [get_ports {sclk}]

set non_clock_inputs [all_inputs -no_clocks]
set_input_delay [expr $clk_period * $clk_io_pct] -clock clk0 $non_clock_inputs
set_output_delay [expr $clk_period * $clk_io_pct] -clock clk0 [all_outputs]
```
==> run summary <==
RSZ-0062 raised after global routing: yes
gr usage total: 11.4%
WP data required: 2220 ps
CTS Buffer Depth: 2
initial DRC count: 12
Tool Warnings: 30
violated checks: setup timing
routability cong.: 0.854
Post-route DRC: 0
ys cells: 158
Die W: 71.1 um
global route overflow: 0
Post-DRT Antenna Nets: 0
worst-margin pin slew: 644 ps
Worst VDD drop: 147 uV
Critical path buffers and inverters: 1
initial antenna violation count: 0
drt first pass iters: 6
Die Ht: 71.1 um
synthesized area: 1430 um2
Mapped Cells: 158
share of layout cells above drive strength 1: 21.4%
Seq/Total Area, Yosys: 41.2%
final setup margin: -1230 ps
post-synth top area share: 22.4%
Slew Limit Fails: 0
vias in the first global route: 1040
crit-path most repeated cell: ha_4
root buf cell: clkbuf_8
slowest CP cell: a2111oi_2
first-pass GRT wire length: 4.51 mm
I/O Pins: 13
syn_area_per_cell: 9.07 um2
fraction of registers with async set/reset: 0%
DR vias: 1031
CP max FO: 2
TritonCTS clock tree: done
Crit Path Class: reg -> reg
ant diodes: 0
Arrival @ worst endpoint: 3440 ps
clk latency late pin: 330 ps
fill count: 428
yosys warns: 0
# setup viols final: 1
largest net degree at the start of global routing: 18
critical path startpoint category: flop
CTS Buf Count: 3
row count: 24
Worst setup EP type: flop
worst-case clock skew: 69.0 ps
register-to-register setup slack: -1230 ps
clk sinks: 25
Synth area leader: dfxtp_1
critical path, cell by cell: inv_2, ha_4, ha_4, ha_4, ha_4, ha_4, ha_4, ha_4, ha_4, ha_4, ha_4, ha_4, ha_4, ha_4, ha_4, xor2_1, o21ai_1, a2111oi_2, a21oi_1
slowest stage delay, CP: 370 ps
post-route setup TNS: -1230 ps
ys flop type: dfxtp_1
vias per cell: 4.69
Slew headroom: 57.1%
outcome: finished with violations
# port buffers: 11
die area: 5060 um2
core area: 4470 um2
HPWL Detailed: 1.81 mm
Final Hold Viols: 0
number of max-cap violations: 0
clock-pin slew on the worst setup and hold paths: 80 ps
pre-CTS setup slack: -1370 ps
Yosys reg bits: 25
Leak: 0.594 nW
P&R area growth vs syn: 26.7%
total power: 0.462 mW
starting density of the core: 32.0%
biggest area cells: dfxtp_1 22%, edfxtp_1 19%, ha_1 13%
Synth cell types: 25
drt wl/cell: 11.5 um
Yosys Chip Area: 1430 um2
PD cells: 255 nW/um2
Post-synth EDFFs: 9
min-delay worst type: reg -> reg
routed wire length: 2.54 mm
CP top delay family: adder cells
Post-CTS Hold Buffers: 0
H-tree Lvls: 1
## report_power, final
group | internal, mW | switching [mW] | leakage [nW]
Sequential | 0.257 | 0.0159 | 0.218
Clock | 0.0673 | 0.0715 | 0.0281
Combinational | 0.0271 | 0.0235 | 0.348
Total | 0.351 | 0.111 | 0.594
## area by class of cell
class,instances,area (um2),area share (%)
Multi-Input combinational cell,100,856,47.1
Sequential cell,25,593,32.7
Timing Repair Buffer,22,193,10.6
Tap cell,52,65.1,3.58
Inverter,16,60.1,3.31
Clock buffer,4,45.0,2.48
Clock inverter,1,3.75,0.207
## sequential cells by signal (all words and copies together), names as in the netlist
signal and flops:
spi.counter 8, spi.miso 1, spi.sr.q 16
## layout by cell type, fill, tap and decap left out, types with 3 or more instances in the layout
cell,n
xor2_1,5
clkdlybuf4s50_1,11
ha_4,14
dfxtp_1,14
mux2i_1,4
buf_4,11
a21oi_1,19
edfxtp_1,9
inv_1,15
nand2_1,35
clkbuf_8,3
nor2_1,6
## through the flow
| step | util (%) | cell area, um2 | hold WS [ps] | cells |
|---|---|---|---|---|
| floorplan | - | 1610 | 445 | 158 |
| global placement | 39.4 | 1760 | 459 | 216 |
| detailed placement | 39.4 | 1760 | 463 | 216 |
| CTS | 40.6 | 1820 | 477 | 220 |
| global route | 40.6 | 1820 | 502 | 220 |
| finish | 40.6 | 1820 | 470 | 220 |
## worst register-to-register path, delay by kind of cell, from the launching register on
family,cells,cell delay (ps)
adders and majority gates,14,2120
AOI/OAI and AO/OA,3,520
DFF,1,340
xor gates and xnor gates,1,150
buffers and inverters,1,40
## what timing repair did
item                       in CTS  in global routing
pin swaps                      13                  0
setup endpoints to repair       1                  1
buffers inserted                0                  0
resized                         3                  0
cloned                          0                  0
## per-layer routing
metal | routed length [um] | track usage (%) | up-vias
met3 | 95 | 3.76 | 2
met5 | 0 | 0 | -
met4 | 19 | 0.889 | 0
met2 | 1170 | 18.6 | 11
met1 | 1250 | 15.9 | 484
li1 | - | - | 534
## cell families after synthesis
kind of cell | Yosys count | synth area share, %
mux | 6 | 5.94
simple gates | 51 | 16.2
buf+inv | 33 | 11.7
flops | 25 | 41.2
compound gates | 21 | 7.60
fa+ha+maj | 15 | 13.1
xor+xnor | 7 | 4.28
## path summary, 6_finish.rpt
| kind | start | to | cells after the start |
|---|---|---|---|
| worst max-delay path | spi.sr.q[1]$_SDFFE_PP0P_ | spi.miso$_DFFE_NP_ | 19 |
| worst min-delay path | spi.sr.q[15]$_SDFFE_PP0P_ | spi.sr.q[15]$_SDFFE_PP0P_ | 2 |
| worst max register to register | spi.sr.q[1]$_SDFFE_PP0P_ | spi.miso$_DFFE_NP_ | 19 |
| worst min register to register | spi.sr.q[15]$_SDFFE_PP0P_ | spi.sr.q[15]$_SDFFE_PP0P_ | 2 |
## Yosys cell counts (2+ instances only)
cell,instances
nand2_1,35
a21oi_1,19
inv_1,17
dfxtp_1,16
ha_1,15
edfxtp_1,9
buf_4,8
nor2_1,6
buf_2,5
xor2_1,5
mux2i_1,4
clkbuf_1,2
mux4_2,2
nand3_1,2
nand4_1,2
xnor2_1,2
Power is estimated from default activity; no workload was simulated.
